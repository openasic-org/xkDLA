==> flow/design.v <==
module pe#(
    parameter FEATURE_WD                    = 8,
    parameter WEIGHT_WD                     = 8,
    parameter PE_OUTPUT_WD                  = 18
    )
    (
    input                                   clk             ,
    input                                   rstn            ,  
    input                                   clr_i           ,
    input   signed [FEATURE_WD        -1: 0]       pe_row_input    ,
    input   signed [WEIGHT_WD         -1: 0]       pe_row_weight   ,
    output  [PE_OUTPUT_WD      -1: 0]       pe_row_output   ,
    input   [1                  -1: 0]      pe_col_vld      ,
    input   [1                  -1: 0]      pe_row_vld      ,
    input   [1                  -1: 0]      pe_array_vld
);
reg      signed [PE_OUTPUT_WD                   -1: 0]      pe_out_r    ;
wire                                                        accum_ena_w ;
(*use_dsp = "yes"*)wire     signed [PE_OUTPUT_WD         : 0]      prod_w      ;
assign accum_ena_w                               = pe_col_vld & pe_row_vld & pe_array_vld;
assign prod_w                    =  pe_row_input * pe_row_weight + pe_out_r;
always @(posedge clk or negedge rstn) begin
    if(!rstn)   begin
            pe_out_r    <=  'd0               ;
    end
    else begin
        if(clr_i)
            pe_out_r    <=  'd0               ;
        else if(accum_ena_w)
            pe_out_r    <=  prod_w;
    end
end
assign pe_row_output = pe_out_r;
endmodule
module pe2#(
    parameter FEATURE_WD                    = 8,
    parameter WEIGHT_WD                     = 8,
    parameter PE_OUTPUT_WD                  = 18
    )(
    input                                       clk             ,
    input                                       rstn            ,  
    input                                       clr_i           ,
    input   [2 * FEATURE_WD        -1: 0]       pe_row_input    ,
    input   [WEIGHT_WD             -1: 0]       pe_row_weight   ,
    output  [2 * PE_OUTPUT_WD      -1: 0]       pe_row_output   ,
    input   [2                     -1: 0]       pe_col_vld      ,
    input   [1                     -1: 0]       pe_row_vld      ,
    input   [1                     -1: 0]       pe_array_vld
);
pe #(
    .FEATURE_WD                         (FEATURE_WD                                 ),
    .WEIGHT_WD                          (WEIGHT_WD                                  ),
    .PE_OUTPUT_WD                       (PE_OUTPUT_WD                               )
)pe_0(                      
    .clk                                (clk                                        ),
    .rstn                               (rstn                                       ),
    .clr_i                              (clr_i                                      ),
    .pe_row_input                       (pe_row_input[0 +: FEATURE_WD]              ),
    .pe_row_weight                      (pe_row_weight                              ),
    .pe_row_output                      (pe_row_output[0 +: PE_OUTPUT_WD]           ),
    .pe_col_vld                         (pe_col_vld[0]                              ),
    .pe_row_vld                         (pe_row_vld                                 ),
    .pe_array_vld                       (pe_array_vld                               )
);
pe #(
    .FEATURE_WD                         (FEATURE_WD                                 ),
    .WEIGHT_WD                          (WEIGHT_WD                                  ),
    .PE_OUTPUT_WD                       (PE_OUTPUT_WD                               )
)pe_1(                      
    .clk                                (clk                                        ),
    .rstn                               (rstn                                       ),
    .clr_i                              (clr_i                                      ),
    .pe_row_input                       (pe_row_input[FEATURE_WD +: FEATURE_WD]     ),
    .pe_row_weight                      (pe_row_weight                              ),
    .pe_row_output                      (pe_row_output[PE_OUTPUT_WD +: PE_OUTPUT_WD]),
    .pe_col_vld                         (pe_col_vld[1]                              ),
    .pe_row_vld                         (pe_row_vld                                 ),
    .pe_array_vld                       (pe_array_vld                               )
);
endmodule
==> flow/run.sh <==
#!/bin/bash
# OpenROAD 26Q1-2900-gdf79404cd8, Yosys 0.63+post, stock flow scripts
make -C /OpenROAD-flow-scripts/flow DESIGN_CONFIG=/design/flow/config.mk WORK_HOME=/design/flow/orfs finish
==> flow/config.mk <==
export PLATFORM = sky130hd
export DESIGN_NAME = pe2
export DESIGN_NICKNAME = pe2
export VERILOG_FILES = /design/flow/design.v
export SDC_FILE = /design/flow/constraint.sdc
export NUM_CORES = 4
export LEC_CHECK = 1
export CORE_UTILIZATION = 50
export SYNTH_HDL_FRONTEND = slang
==> flow/constraint.sdc <==
current_design pe2

set clk_period 7.4
set clk_io_pct 0.2

create_clock -name clk0 -period $clk_period [get_ports {clk}]

set non_clock_inputs [all_inputs -no_clocks]
set_input_delay [expr $clk_period * $clk_io_pct] -clock clk0 $non_clock_inputs
set_output_delay [expr $clk_period * $clk_io_pct] -clock clk0 [all_outputs]
==> metrics.yaml <==
critical_path:
  cp-end-kind: "flop"
  startpoint: "pe_row_weight[1]"
  r2r-end: "pe_0.pe_row_output[11]$_DFFE_PN0P_"
  cp.required_ns: 7.56
  ff2ff_path_depth: 17
  r2r_setup_slack_ns: 2.81
  crit_arrival_ns: 6.61
  setup.worst_path.end: "pe_0.pe_row_output[15]$_DFFE_PN0P_"
  cp_max_fo: 16
  crit_path_start_kind: "primary input"
  regToRegStartpoint: "pe_0.pe_row_output[6]$_DFFE_PN0P_"
  critPathKind: "primary input to flop"
place:
  dp_cells: 1031
  place_congestion: 0.865
  dp_slack_ns: 0.647
  io_buffers: 66
  post-dp-hpwl_um: 12200
die:
  core.rowCount: 45
  chipHeight_um: 127
  initCoreUtil: 0.513
  coreArea_um2: 15200
  die_w_um: 127
  io_pins: 67
  chipArea_um2: 16100
logic_synthesis:
  netlist_top_cells_count: "inv_1 (177), fa_1 (160), ha_1 (84), nand2_1 (70), and2_1 (64)"
  synth.top_cell.area_share: 0.411
  postSynthSeqShare: 0.116
  edf_count: 0
  syn_area_um2: 7790
  synthArstFlopShare: 1.00
  ys_area_um2: 7790
  ys_cells: 783
  synth.avg_cell_area_um2: 9.96
  yosysTopAreaCell: "fa_1"
  yosysWarnings: 0
  ys.flops: 36
  syn_inst: 783
  flop_cell: "dfrtp_1"
  yosysMostFrequentCell: "inv_1"
  synthTopCellsByArea: "fa_1 (41%), ha_1 (13%), dfrtp_1 (12%)"
  synth_cell_type_count: 49
outcome:
  outcome: "complete, no violations"
layout:
  drive_gt1_frac: 0.0341
  n_fill_cell: 1330
  syn2layout_area_growth_pct: 13.3
  fin_cells: 1039
  flop_area_um2: 901
  logic_area_um2: 6180
routing:
  ant_nets: 0
  drt-pass1-iter-count: 4
  viasPerCell: 5.11
  drc: 0
  wl_per_cell_um: 13.9
  drtIter0Drc: 184
  n_antenna_cell: 0
  wl_um: 14500
  vias: 5314
pwr:
  power_per_cell_area_nw_per_um2: 420
  peakVddDrop_uv: 443
  p_leak_nw: 4.49
run:
  warnings: 29
  max-cap-violations: 0
clocking:
  clk_latency_ns: 0.29
  cts_hold_buf: 0
  root_buffer: "clkbuf_16"
  htreeDepth: 2
  cts_tree: "done"
  post_cts.repair.setup_buffers: 0
  clock_path_buffers: 2
  cts_sinks: 36
  cts_buffers: 5
  cts.clk_slew.worst_paths_ns: 0.06
  post_cts_resized: 0
grt:
  grt_start_max_net_pins: 37
  grt_pass1_vias: 5720
  antenna_found_initial: 0
  grt.overflow.total: 0
  grt_use_total: 0.223
  grt_pass1_wl_um: 27100
final_timing:
  rsz0062_at_grt: "false"
  maxSlewViolCount: 0
  fin_setup_tns_ns: 0
  post-route-min-period_ns: 6.46
  maxSlewHeadroom: 0.561
  worstMarginPinSlew_ns: 0.656
  finClkSkew_ns: 0.00606
  finalSetupViolations: 0
  worst_slack_ns: 0.944
  finalCritPeriodShare: 0.872
  finalHoldViolCount: 0
  fmax_mhz: 155
worst_hold_path:
  hold_class: "flop to flop"
  whs_path_depth: 2
worst min path at each step:
stage,start,end,slack (ns)
after CTS,pe_0.pe_row_output[6]$_DFFE_PN0P_,pe_0.pe_row_output[6]$_DFFE_PN0P_,0.52
after global routing,pe_0.pe_row_output[2]$_DFFE_PN0P_,pe_0.pe_row_output[2]$_DFFE_PN0P_,0.58
final,pe_0.pe_row_output[6]$_DFFE_PN0P_,pe_0.pe_row_output[6]$_DFFE_PN0P_,0.51
placed cells by master (no fill, tap or decap), drive strengths merged, types with 7 or more instances in the layout:
master         Yosys  routed
clkbuf            11       8
nor2b              7       7
a22o              20      20
dfrtp             36      36
ha                84      84
a21oi             15      15
fa               160     160
nor2              23      23
nand2             71      71
inv              177     177
o21ai             26      26
xnor2             22      22
xor2              12      12
clkdlybuf4s50      0      65
buf                2       8
and2              64      64
flip-flops by register name (all words and copies together) (netlist names):
signal and count:
pe_0.pe_row_output 18, pe_1.pe_row_output 18
stage by stage:
step / utilization / power [mW] / hold slack (ns) / area, µm²
5_1_grt: 0.581 / 4.27 / 0.577 / 8830
6_report: 0.581 / 3.71 / 0.509 / 8830
3_5_place_dp: 0.572 / 3.50 / 0.502 / 8690
3_3_place_gp: 0.572 / 3.49 / 0.495 / 8690
2_1_floorplan: - / 2.87 / 0.449 / 7790
4_1_cts: 0.581 / 3.76 / 0.516 / 8830
cell families (layout without fill, tap and decap cells):
logic type	count (synthesis)	after routing	synth area share
compound gates	92	92	0.0870
simple gates	186	186	0.121
flops	36	36	0.116
buf+inv	190	258	0.0917
xor+xnor	34	34	0.0382
mux	1	1	0.00128
fa+ha+maj	244	244	0.546
report_power, final:
part	switching, mW	internal, mW
clock network	0.0883	0.135
logic	1.67	1.51
registers	0.0580	0.243
total	1.82	1.89
worst max-delay path, stage by stage:
cell             delay (ns)
clkdlybuf4s50_1        0.88
and2_1                 0.56
fa_1                   0.53
fa_1                   0.49
fa_1                   0.56
fa_1                   0.41
ha_1                   0.28
ha_1                   0.34
a211o_1                0.29
o21ai_0                0.28
nand2_1                0.09
a21oi_1                0.19
xor2_1                 0.15
o21ai_0                0.08
layer usage:
metal,global-route usage,share of wire,wire [µm],up-vias
met1,0.382,0.49,7070,2671
met5,0,0,0,-
met2,0.337,0.47,6740,98
met3,0.0361,0.036,525,8
met4,0.0175,0.010,148,0
li1,-,-,-,2537
area by class of cell:
type / count / share of cell area
Timing Repair Buffer: 73 / 0.0802
Inverter: 177 / 0.0752
Sequential cell: 36 / 0.102
Multi-Input combinational cell: 557 / 0.699
Tap cell: 188 / 0.0266
Clock buffer: 8 / 0.0166
Power is estimated from default activity; no workload was simulated.
